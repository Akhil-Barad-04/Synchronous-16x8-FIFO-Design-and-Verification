$ cat design/flow/design.v
module fifo_16x8(clk,reset,d_in,read,write,d_out,empty,full); 
    parameter D_width = 8,
                D_depth=16;
    parameter D_addr=4, MAX_COUNT=4'b1111;
	input clk; 
	input reset; 
	input [D_width-1:0]d_in;	 
	input read; 
	input write; 
	output [D_width-1:0]d_out;  
	output empty; 	    
	output full;	    
	reg [D_width-1:0]d_out; 
	reg empty;
	reg full; 
	reg [(D_addr-1):0]rd_pntr;	 
	reg [(D_addr-1):0]wr_pntr;	 
	reg [(D_addr-1):0]count;	 
	reg [D_width-1:0]fifo_mem[0:D_depth-1];  
	reg sr_read_write_empty;			 
	always @(posedge clk) 
		begin 
			if(reset==1) 
				sr_read_write_empty <= 0; 
			else if(read==1 && empty==1 && write==1)	 
				sr_read_write_empty <= 1; 
			else 
				sr_read_write_empty <= 0; 
		end 
	always @(posedge clk) 
		begin 
			if(reset==1) 
				count <= 4'b0000;		 
			else 
				begin 
					case({read,write}) 
						2'b00:	count <= count;				 
						2'b01:	if(count!=MAX_COUNT)			 
									count <= count+1; 
						2'b10:	if(count!=4'b0000)				 
									count <= count-1;							 
						2'b11:	if(sr_read_write_empty==1)	 
									count <= count+1; 
								else 
									count <= count; 
						default: count <= count; 
					endcase 
				end 
		end 
	always @(count) 
		begin 
			if(count==4'b0000) 
				empty <= 1; 
			else 
				empty <= 0; 
		end 
	always @(count) 
		begin 
			if(count==MAX_COUNT) 
				full <= 1; 
			else 
				full <= 0; 
		end 
	always @(posedge clk) 
		begin 
			if(reset==1) 
				wr_pntr <= 4'b0000;	 
			else 
				begin 
					if(write==1 && full==0)	 
						wr_pntr <= wr_pntr+1; 
				end 
		end 
		always @(posedge clk) 
			begin 
				if(reset==1) 
					rd_pntr <= 4'b0000;	 
				else 
					begin 
						if(read==1 && empty==0)	 
							rd_pntr <= rd_pntr+1; 
					end 
			end 
	always @(posedge clk) 
		begin 
			if(write==1 && full==0) 
				fifo_mem[wr_pntr] <= d_in; 
			else									 
				fifo_mem[wr_pntr] <= fifo_mem[wr_pntr]; 
		end 
	always @(posedge clk) 
		begin 
			if(reset==1)						 
				d_out <= 8'h00; 
			else if(read==1 && empty==0)	 
				d_out <= fifo_mem[rd_pntr]; 
			else 
				d_out <= d_out;  
		end 
endmodule
$ cat design/flow/run.sh
#!/bin/bash
# OpenROAD 26Q1-2900-gdf79404cd8, Yosys 0.63+post, stock flow scripts
make -C /OpenROAD-flow-scripts/flow DESIGN_CONFIG=/design/flow/config.mk WORK_HOME=/design/flow/orfs finish
$ cat design/flow/config.mk
export PLATFORM = sky130hd
export DESIGN_NAME = fifo_16x8
export DESIGN_NICKNAME = fifo_16x8
export VERILOG_FILES = /design/flow/design.v
export SDC_FILE = /design/flow/constraint.sdc
export NUM_CORES = 4
export LEC_CHECK = 1
export CORE_UTILIZATION = 30
$ cat design/flow/constraint.sdc
current_design fifo_16x8

set clk_period 3.5
set clk_io_pct 0.2

create_clock -name clk0 -period $clk_period [get_ports {clk}]

set non_clock_inputs [all_inputs -no_clocks]
set_input_delay [expr $clk_period * $clk_io_pct] -clock clk0 $non_clock_inputs
set_output_delay [expr $clk_period * $clk_io_pct] -clock clk0 [all_outputs]
==> impl_metrics.yaml <==
# implementation run metrics
clock_network:
  path_clk_slew_ps: 60
  cts_max_level: 4
  cts_made_buffers: 17
  ctsRootBufferMaster: "clkbuf_16"
  hold_buffers: 0
  clk_latency_ps: 410
  cts-resized-gates: 0
  clock-sinks: 149
  cts_tree: "built"
  post_cts_buffers: 0
  clockBufferDepth: 2
synth:
  avgSynthCellArea_um2: 16.5
  top_logic_kind: "multiplexers"
  synth-compound-area-share: 0.0776
  yosysTopAreaCell: "edfxtp_1"
  synth_flops: 149
  ff_type: "edfxtp_1"
  synthCells: 366
  xor_area_frac: 0.0102
  yosys.area.top_type_share: 0.638
  fa_ha_area_frac: 0.0125
  yosys.area_share.simple: 0.0583
  synth_stat.cells: 366
  synth.area.top_cells: "edfxtp_1 64%, mux2i_1 8.0%, dfxtp_1 7.0%, mux4_2 3.0%, a22oi_1 2.9%"
  ys_area_um2: 6030
  edf_count: 128
  syn-cell-area_um2: 6030
  yosysWarnings: 1
  async_reset_ff_frac: 0
  ys_sh_mux: 0.115
  ys_types: 45
  synth_seq_share: 0.707
min_path:
  hold_class: "reg2reg"
  min_from: "d_out[3]"
global_route:
  use_met1: 0.168
  grt_busiest_layer: "met2"
  antenna_found_initial: 0
  grtUsageTotal: 0.130
  grt_pass1_vias: 3369
  grtUsageMet2: 0.197
  grt_pass1_wl_um: 18400
  use_met3: 0.0747
  grt_max_degree: 41
  grt_overflow_total: 0
place:
  port_buffers: 21
  place_congestion: 0.842
  dp_hpwl_um: 7570
final_timing:
  fmax_ghz: 0.384
  hold_violations: 0
  hold_ws_ps: 517
  rsz0062_at_grt: "no"
  slew_headroom: 0.466
  finalSetupViolCount: 0
  fin_setup_tns_ps: 0
  finClkSkew_ps: 7.84
  slew_viol_final: 0
  worst_pin_slew_ps: 798
  fin_crit_ps: 2600
  period_used_share: 0.744
final_layout:
  regArea_um2: 4270
  utilization: 0.369
  drive_gt1_frac: 0.161
  fillers: 1775
  logic_area_um2: 1650
  syn_to_final_growth_pct: 19.8
pwr:
  ir_drop_uv: 345
  finalPower_mw: 4.33
  p_leak_nw: 2.30
  p_per_area_nw_per_um2: 600
drt:
  drt_first_iter_violations: 202
  dr.pass1.iters: 4
  vias: 3198
  wire_per_inst_um: 17.7
  wl_um: 12000
  drc: 0
  via_per_inst: 4.73
  antenna-diode-count: 0
  ant_nets: 0
die:
  rows: 51
  die_area_um2: 20700
  die_w_um: 144
  fp_util: 0.308
  dieHeight_um: 144
  ios: 22
  coreArea_um2: 19600
critical_path:
  crit_chain: "nor4_2 > clkdlybuf4s50_1"
  ff2ff_path_depth: 5
  r2r_slack_ps: 1340
  critPathLaunchType: "register"
  cp-end-kind: "output pin"
  arrival_ps: 1900
  path_max_fanout: 9
  cp.buffers_inverters: 1
  worstReg2RegEnd: "d_out[2]"
  path_class: "reg2out"
  cpLargestDelayFamily: "buffers and inverters"
  cp-endpoint: "empty"
  max_stage_delay_ps: 550
  crit_slowest_cell: "clkdlybuf4s50_1"
  reg2reg_from: "rd_pntr[0]"
  worst-path-stages: 2
  cp.required_ps: 2800
  crit_start: "count[0]"
outcome:
  status: "finished, final reports clean"
run:
  drv_cap: 0
  warnings: 28
[sequential cells by signal, summed over array words and instances, names as in the netlist]
register,flops
count,4
d_out,8
fifo_mem,128
rd_pntr,4
sr_read_write_empty,1
wr_pntr,4
[final cells by class]
| type | count | share of cell area |
|---|---|---|
| clock buffers | 17 | 0.0589 |
| clock inverters | 15 | 0.0312 |
| inverters | 5 | 0.00260 |
| multi-input cells | 191 | 0.228 |
| flip-flops and latches | 149 | 0.591 |
| well taps | 265 | 0.0459 |
| repair buffers | 34 | 0.0426 |
[placed cells by master, fill, tap and decap left out, types with 6 or more instances in the layout]
master	count
a22oi_1	23
a32oi_1	8
buf_4	13
clkbuf_16	17
clkdlybuf4s50_1	21
dfxtp_1	20
edfxtp_1	128
ha_1	6
mux2i_1	48
mux4_2	8
nand2_1	9
nand3_1	9
nor2_1	21
o211ai_1	7
o21ai_1	8
[where the power goes]
part	switching [mW]	internal, mW	total (mW)
logic	0.158	0.168	0.326
registers	0.0709	1.97	2.04
clock network	0.700	1.27	1.97
[worst min-delay path by stage]
stage	end	slack, ps	cells past startpoint
4_1_cts	wr_pntr[1]	510	2
5_1_grt	wr_pntr[1]	580	2
6_report	d_out[3]	520	2
[tightest hold or removal path, cell delays in order, from the launching register on]
cell     delay (ps)
dfxtp_1         320
a32oi_1          60
o21ai_1         100
[per-stage QoR]
step / instances / cell area, um^2 / setup slack (ps)
3_3_place_gp: 644 / 6570 / 701
4_1_cts: 676 / 7220 / 871
3_5_place_dp: 644 / 6570 / 671
5_1_grt: 676 / 7220 / 797
2_1_floorplan: 366 / 6030 / 1310
6_report: 676 / 7220 / 896
[metal layers]
layer,wire [um],vias to the layer above,share of wire
met1,4940,1561,0.41
met2,5560,113,0.46
met5,0,-,0
met4,226,0,0.019
met3,1240,14,0.10
li1,-,1510,-
[cell usage after synthesis, types with 2 or more instances]
master / count
o211ai_1: 7
buf_1: 2
xor2_1: 2
inv_1: 4
o21ai_1: 8
a32oi_1: 8
buf_2: 9
nor2b_1: 4
mux2i_1: 48
nor2_1: 21
mux2_4: 2
clkbuf_1: 8
nand2_1: 9
buf_4: 2
xnor2_1: 5
a22oi_1: 23
nand2b_1: 2
dfxtp_1: 21
edfxtp_1: 128
ha_1: 6
nand3_1: 9
nor3_1: 4
a21oi_1: 4
mux4_2: 8
a22oi_2: 2
[kinds of logic after synthesis]
group           after synthesis
compound gates               58
xor+xnor                      7
fa+ha+maj                     6
buf+inv                      26
flops                       149
mux                          58
simple gates                 62
Power and IR drop assume default switching activity.
